[design/flow/run.sh]
#!/bin/bash
# OpenROAD 26Q1-2900-gdf79404cd8, Yosys 0.63+post, stock flow scripts
make -C /OpenROAD-flow-scripts/flow DESIGN_CONFIG=/design/flow/config.mk WORK_HOME=/design/flow/orfs finish
[design/flow/constraint.sdc]
current_design processing_unit

set clk_period 7.6
set clk_io_pct 0.2

create_clock -name clk0 -period $clk_period [get_ports {clk}]

set non_clock_inputs [all_inputs -no_clocks]
set_input_delay [expr $clk_period * $clk_io_pct] -clock clk0 $non_clock_inputs
set_output_delay [expr $clk_period * $clk_io_pct] -clock clk0 [all_outputs]
[design/flow/config.mk]
export PLATFORM = sky130hd
export DESIGN_NAME = processing_unit
export DESIGN_NICKNAME = processing_unit
export VERILOG_FILES = /design/flow/design.v
export SDC_FILE = /design/flow/constraint.sdc
export NUM_CORES = 4
export LEC_CHECK = 1
export CORE_UTILIZATION = 40
[design/flow/design.v]
`timescale 1ns / 1ps
module processing_unit(
    input clk,
    input reset,
    input start_pu,
    input signed [7:0] pixel_in,
    input signed [7:0] weight_in,
    output reg [15:0] result_out,
    output reg done_pu
);
    reg [3:0] mac_count;
    reg signed [15:0] accumulator;
    wire signed [15:0] current_product;
    assign current_product = pixel_in * weight_in;
    always @(posedge clk or posedge reset) begin
        if (reset) begin
            mac_count <= 0;
            accumulator <= 0;
            done_pu <= 0;
            result_out <= 0;
        end else begin
            done_pu <= 0;
            if (start_pu) begin
                if (mac_count == 0) begin
                    accumulator <= current_product;
                end else begin
                    accumulator <= accumulator + current_product;
                end
                if (mac_count == 8) begin
                    result_out <= accumulator + current_product;
                    done_pu <= 1;
                    mac_count <= 0; 
                end else begin
                    mac_count <= mac_count + 1;
                end
            end else begin
                mac_count <= 0;
            end
        end
    end
endmodule
==> out/metrics.yaml <==
worst_setup_path:
  criticalPathCategory: "in2reg"
  cp.required_ns: 7.77
  timing.critical_path.to_type: "register"
  ff2ff_path_depth: 10
  worst_setup_path_start_kind: "input pin"
  worst_setup_path_startpoint: "pixel_in[3]"
  worst-path-max-fanout: 8
  timing.critical_path.arrival_ns: 7.27
  critPathCapture: "accumulator[13]"
  rrSetupSlack_ns: 4.84
  r2r-start: "accumulator[0]"
  r2r-end: "accumulator[14]"
synth:
  synth.avg_cell_area_sq_um: 9.02
  postSynthCellCount: 521
  synth-seq-cells: 37
  asyncSetResetFlopFracSynth: 1.00
  ff_type: "dfrtp_1"
  area_contributors_post_synth: "fa_1 24%, dfrtp_1 20%, ha_1 12%"
  netlist_area_sq_um: 4700
  synthesis.yosys.warnings: 1
  synthDominantCellAreaShare: 0.238
  ys_cells: 521
  post-synth-top-area-cell: "fa_1"
  ys_area_sq_um: 4700
  yosys.cell_types.count: 45
  number_of_flops_mapped_to_enable_cells_by_yosys: 0
  ys_seq_frac: 0.197
die:
  die_width_um: 110
  die_y_um: 110
  chip_area_sq_um: 12200
  placeableCoreArea_sq_um: 11400
  initCoreUtil: 0.412
  io_pins: 36
  core.rowCount: 39
grt:
  groute.layer.met2.usage: 0.253
  first_global_vias: 3482
  grt_busiest_layer: "met2"
  grt_use_total: 0.155
  grt_antenna_before_repair: 0
  pin_count_of_the_biggest_net_entering_global_routing: 39
  grt_pass1_wl_mm: 15.2
  use_met3: 0.0252
  grt_util_met1: 0.234
  grt_overflow: 0
flow_run:
  log.warning_count: 26
  max_cap_viol_count: 0
clock_tree:
  clock_input_transition_at_the_sequential_cells_of_the_worst_setup_and_hold_paths_ns: 0.06
  tritoncts: "built"
  insertion_delay_ns: 0.28
  cts_buffer_depth: 2
  post_cts.repair.setup_buffers: 0
  numClockSinks: 37
  hold_buffers: 0
  cts_htree_levels: 2
  root_buffer_master: "clkbuf_16"
  cts_resized: 0
  numCtsBuffers: 5
place:
  postPlaceCellArea_sq_um: 5250
  gp_routability_congestion: 0.853
  post-dp-hpwl_mm: 7.17
  numPortBuffers: 35
layout:
  post-route-cell-area_sq_um: 5430
  utilization_after_layout: 0.476
  drive_gt1_frac: 0.0516
  syn_to_final_growth_pct: 15.5
  final_common_cell: "inv_1"
  most-common-layout-cells: "87 x inv_1, 56 x fa_1, 50 x nand2_1"
route:
  drt_iter0_markers: 94
  n_antenna_cell: 0
  first_pass_iters: 4
  avgViaCountPerCell: 4.97
  drt_total_wl_mm: 8.62
  detailroute.via_count: 3504
  post_drt_wl_per_cell_um: 12.2
  detail-route-antenna-nets: 0
  drt_drc_violations_left: 0
final_timing:
  final_period_minus_worst_setup_slack_ns: 7.11
  rsz0062_at_grt: "no"
  setup-tns-final_ns: 0
  final-max-slew-violation-count: 0
  pin_slew_with_the_least_headroom_to_its_limit_ns: 0.824
  post-route-period-util: 0.935
  maxSlewHeadroom: 0.450
  finalHoldViolCount: 0
  fin_skew_ns: 0.00669
  setup_viol_count_final: 0
  clock.fmax_mhz: 141
hold_path:
  hold_class: "reg2reg"
status:
  outcome: "finished, final reports clean"
-- flip-flops by register name, summed over array words and instances (netlist names) --
signal / cells
accumulator: 16
result_out: 16
mac_count: 4
done_pu: 1
-- through the flow --
stage | setup WS, ns | hold slack [ns] | cells
after floorplan | 1.03 | 0.421 | 521
after detailed placement | 0.00709 | 0.473 | 697
after CTS | 0.276 | 0.485 | 705
after global routing | 0.110 | 0.502 | 705
after global placement | 0.164 | 0.463 | 697
final | 0.495 | 0.480 | 705
-- worst max-delay path, cell delays in order --
cell and delay (ns):
clkdlybuf4s50_1 0.55, and2_1 0.23, fa_1 0.53, inv_1 0.05, fa_1 0.47, inv_1 0.06, fa_1 0.52, inv_1 0.05
fa_1 0.52, inv_1 0.04, ha_1 0.32, a21oi_1 0.22, o21bai_1 0.13, a2111oi_2 0.45, nor2_1 0.11, xor2_1 0.17
ha_1 0.23, or3_1 0.32, o32ai_2 0.30, xor2_1 0.23, o211ai_1 0.12, o21a_1 0.13
-- how the worst min path moves through the flow --
stage                    from              end  slack, ns  cells past startpoint
global route  accumulator[13]  accumulator[13]       0.50                      1
finish         result_out[11]   result_out[11]       0.48                      2
CTS            result_out[11]   result_out[11]       0.49                      2
-- layer usage --
layer | vias to the layer above | share of wire
met2 | 40 | 0.50
met1 | 1704 | 0.46
met3 | 10 | 0.029
li1 | 1750 | -
met5 | - | 0
met4 | 0 | 0.013
-- layout make-up --
type                       count  area (sq um)
clock buffer                   6           139
clock inverter                 2          37.5
fill                        1087          5990
inverter                      87           327
multi-input combinational    387          3410
sequential                    37           926
tap                          143           179
timing repair buffer          43           410
-- cell usage after synthesis, types with 3 or more instances --
library cell / n
inv_1: 87
fa_1: 56
nand2_1: 50
ha_1: 46
and2_1: 43
dfrtp_1: 37
a21oi_1: 30
nor2_1: 30
o21ai_0: 22
xnor2_1: 17
xor2_1: 13
o21a_1: 12
clkbuf_1: 7
a31oi_1: 6
nand2b_1: 6
nand3_1: 6
o21bai_1: 5
a21o_1: 4
mux2_2: 4
nor2b_1: 4
mux2i_1: 3
o21ai_1: 3
-- cells by family (layout without fill, tap and decap cells) --
family	after synthesis	after routing	synth area share
AOI/OAI and AO/OA	99	99	0.136
xor gates and xnor gates	30	30	0.0559
and+or+nand+nor	149	149	0.156
adders and majority gates	102	102	0.361
buffers and inverters	97	138	0.0785
muxes	7	7	0.0160
DFF	37	37	0.197
