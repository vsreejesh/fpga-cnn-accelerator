===== flow/run.sh =====
#!/bin/bash
# OpenROAD 26Q1-2900-gdf79404cd8, Yosys 0.63+post, stock flow scripts
make -C /OpenROAD-flow-scripts/flow DESIGN_CONFIG=/design/flow/config.mk WORK_HOME=/design/flow/orfs finish

===== flow/config.mk =====
export PLATFORM = sky130hd
export DESIGN_NAME = control_fsm
export DESIGN_NICKNAME = control_fsm
export VERILOG_FILES = /design/flow/design.v
export SDC_FILE = /design/flow/constraint.sdc
export NUM_CORES = 4
export LEC_CHECK = 1
export CORE_UTILIZATION = 30

===== flow/constraint.sdc =====
current_design control_fsm

set clk_period 10.1
set clk_io_pct 0.2

create_clock -name clk0 -period $clk_period [get_ports {clk}]

set non_clock_inputs [all_inputs -no_clocks]
set_input_delay [expr $clk_period * $clk_io_pct] -clock clk0 $non_clock_inputs
set_output_delay [expr $clk_period * $clk_io_pct] -clock clk0 [all_outputs]

===== flow/design.v =====
`timescale 1ns / 1ps
module control_fsm(
    input clk,
    input reset,
    input start,
    input done_pu,
    output reg [9:0] pixel_addr_out,     
    output reg [3:0] weight_addr_out,
    output reg start_pu,
    output reg latch_result,
    output reg final_done
);
    localparam IN_WIDTH = 28;
    localparam OUT_WIDTH = 26;
    localparam KERNEL_SIZE = 9;  
    localparam OUT_MAP_SIZE = OUT_WIDTH * OUT_WIDTH;  
    parameter IDLE          = 3'b000;
    parameter COMPUTE_RUN   = 3'b001;
    parameter COMPUTE_WAIT  = 3'b010;
    parameter DONE_STATE    = 3'b100;
    reg [2:0] state, next_state;
    reg [9:0] out_pixel_count;  
    reg [3:0] mac_cycle_count;  
    integer base_row;
    integer base_col;
    integer mac_row;
    integer mac_col;
    always @(*) begin
        next_state = state;
        start_pu = 0;
        latch_result = 0;
        final_done = 0;
        case (state)
            IDLE: begin
                if (start) begin
                    next_state = COMPUTE_RUN;
                end
            end
            COMPUTE_RUN: begin
                start_pu = 1;
                if (mac_cycle_count == KERNEL_SIZE - 1) begin  
                    next_state = COMPUTE_WAIT;
                end else begin
                    next_state = COMPUTE_RUN;
                end
            end
            COMPUTE_WAIT: begin
                latch_result = 1;
                if (out_pixel_count == OUT_MAP_SIZE - 1) begin  
                    next_state = DONE_STATE;
                end else begin
                    next_state = COMPUTE_RUN;  
                end
            end
            DONE_STATE: begin
                final_done = 1;
                if (!start) begin
                    next_state = IDLE;
                end
            end
            default: begin
                next_state = IDLE;
            end
        endcase
    end
    always @(posedge clk or posedge reset) begin
        if (reset) begin
            state <= IDLE;
            out_pixel_count <= 0;
            mac_cycle_count <= 0;
        end else begin
            state <= next_state;
            if (next_state == COMPUTE_RUN) begin
                if (state == IDLE || state == COMPUTE_WAIT) begin
                    mac_cycle_count <= 0;
                end else begin
                    mac_cycle_count <= mac_cycle_count + 1;
                end
            end
            if (state == COMPUTE_WAIT) begin
                out_pixel_count <= out_pixel_count + 1;
            end
            if (next_state == IDLE) begin
                out_pixel_count <= 0;
            end
        end
    end
    always @(*) begin
        base_row = out_pixel_count / OUT_WIDTH;
        base_col = out_pixel_count % OUT_WIDTH;
        mac_row = mac_cycle_count / 3;
        mac_col = mac_cycle_count % 3;
        pixel_addr_out = (base_row + mac_row) * IN_WIDTH + (base_col + mac_col);
        weight_addr_out = mac_cycle_count;
    end
endmodule

==> results.yml <==
# yosys + openroad results
sta:
  setup_violations: 1
  tightest_slew_ns: 0.661
  period_needed_ns: 10.19
  timing.slew.headroom: 0.559
  hold_slack_ns: 0.520
  setup_ws_ns: -0.0851
  max_freq_mhz: 98.2
  rsz0062_at_grt: "yes"
  slew_viol_final: 0
  fin_crit_sh: 1.01
  skew_ns: 0.00152
  hold_viol: 0
routing:
  antenna_cells: 0
  viasPerCell: 4.91
  vias: 3907
  first_iter_violations: 147
  ant_nets: 0
  totalWireLength_um: 10200
  drc: 0
  first_pass_iters: 4
  wl_per_cell_um: 12.8
global_route:
  grt-ovfl-total: 0
  antenna_found_initial: 0
  grt_pass1_wl_um: 17000
  grt_usage: 0.158
  grt_pass1_vias: 3630
  grt_max_degree: 21
setup_path:
  critical_path_class: "reg -> out"
  r2r-start: "out_pixel_count[5]"
  critPathMaxStageDelay_ns: 0.46
  cpMostUsedCell: "buf_4"
  endpoint: "pixel_addr_out[9]"
  crit_required_ns: 8.08
  arrival_ns: 8.17
  path_max_fanout: 5
  critPathLaunch: "out_pixel_count[6]"
  r2r_cells: 10
  r2r-end: "mac_cycle_count[3]"
  endpoint_kind: "primary output"
  worstSetupStartpointType: "register"
  reg2reg_slack_ns: 8.01
  crit_slowest_cell: "fa_1"
logic_synthesis:
  netlist_area_um2: 3880
  syn_avg_cell_area_um2: 7.88
  yosysWarnings: 1
  synthFlopType: "dfrtp_1"
  synth_flops: 18
  ys_chip_area_um2: 3880
  synthCells: 493
  async_flop_share: 1.00
  ys_cells: 493
  ys_types: 88
  ys_seq_frac: 0.116
  edf_count: 0
floorplanning:
  die_w_um: 116
  fp.dieH_um: 116
  dieArea_um2: 13400
  initCoreUtil: 0.308
  io_pins: 21
  row_count: 41
  core_area_um2: 12600
clocking:
  cts_tree: "done"
  htree_levels: 1
  cts.sinks: 18
  cts-root-buf: "clkbuf_16"
  clock_latency_ns: 0.24
  clockBufferDepth: 2
  cts_inserted_buffers: 3
  path_clk_slew_ns: 0.05
finish:
  stdcell_count: 795
  finalCoreUtilization: 0.448
  fin_area_um2: 5650
  drive_gt1_frac: 0.364
  area.growth.synth_to_final_pct: 45.5
power:
  irDropWorstVdd_mv: 0.294
  leakagePower_uw: 0.00248
  p_per_area_nw_per_um2: 385
flow_run:
  cap_violations: 0
  warnings: 33
placed_design:
  pre_cts_ws_ns: -0.670
  place_hpwl_um: 8020
  portBuffers: 19
  dpl.cell_count: 767
  post_dp_cell_area_um2: 5000
  gp_congestion: 0.923
status:
  outcome: "complete, but fails checks"
  violations: "setup timing"
hold_path:
  hold_class: "reg -> reg"
-- Yosys cell counts (4+ instances only) --
master / n / area, um^2
a31oi_1: 6 / 37.5
inv_1: 45 / 169
a211oi_1: 6 / 45.0
fa_1: 14 / 280
or2_2: 4 / 25.0
o2111a_1: 4 / 45.0
nor2b_1: 4 / 25.0
nand2b_1: 6 / 37.5
a21oi_1: 27 / 135
nand2_1: 37 / 139
dfrtp_1: 17 / 425
o211ai_1: 4 / 30.0
nand4_1: 5 / 31.3
a21boi_0: 4 / 30.0
a21o_1: 7 / 52.6
clkbuf_1: 7 / 26.3
nor3_1: 8 / 40.0
nor2_1: 51 / 191
ha_1: 35 / 438
o21bai_1: 8 / 60.1
o21ai_0: 21 / 105
mux2i_1: 5 / 50.1
mux2_2: 4 / 45.0
nand3_1: 18 / 90.1
buf_2: 8 / 40.0
xor2_1: 8 / 70.1
xnor2_1: 37 / 324
-- stage by stage --
stage	TNS, ns	total power, uW
3_3_place_gp	-0.644	1940
2_1_floorplan	0	1050
4_1_cts	-0.320	2150
3_5_place_dp	-0.673	1960
6_report	-0.0851	2170
5_1_grt	-0.883	2470
-- worst min-delay path by stage --
stage | endpoint | slack (ns) | start | depth (start not counted)
after CTS | state[0] | 0.52 | state[0] | 2
after global routing | state[0] | 0.54 | state[0] | 2
final | state[0] | 0.52 | state[0] | 2
-- routing by layer --
metal,track usage,wire (um),vias up
met5,0,0,-
met4,0.0154,101,0
met3,0.0101,215,8
met2,0.252,4590,55
met1,0.247,5240,1820
li1,-,-,2024
-- what timing repair did --
item | 4_1_cts | 5_1_grt
setup endpoints to repair | 4 | 5
gates resized | 50 | 29
hold buffers | 0 | 0
pin swaps | 43 | 36
buffers inserted | 21 | 3
-- flip-flops by register name, summed over array words and instances, names as in the netlist --
name	count
out_pixel_count	10
state	4
mac_cycle_count	4
-- cell families (layout without fill, tap and decap cells) --
family | Yosys count | count (layout) | share of synthesized area
fa+ha+maj | 51 | 51 | 0.190
compound gates | 140 | 140 | 0.285
xor+xnor | 46 | 46 | 0.106
mux | 9 | 9 | 0.0245
flops | 18 | 18 | 0.116
buf+inv | 68 | 198 | 0.0693
simple gates | 161 | 161 | 0.209
-- layout by cell type (no fill, tap or decap), drive strengths merged, types with 5 or more instances in the layout --
cell / count
dfrtp: 17
nand2b: 7
nor2: 53
mux2i: 5
nand2: 38
nand3: 19
clkdlybuf4s50: 18
a21o: 7
o21ai: 26
ha: 35
xor2: 8
a211oi: 6
nand4: 5
or2: 6
a31oi: 7
o211ai: 5
xnor2: 38
nor3: 11
inv: 47
buf: 126
o21bai: 8
a21oi: 30
o31ai: 5
fa: 14
-- power by group --
| group | leakage, uW | total (uW) | switching (uW) | internal, uW |
|---|---|---|---|---|
| registers | 0.000240 | 101 | 18.2 | 82.9 |
| logic | 0.00219 | 1990 | 774 | 1210 |
| clock network | 0.0000442 | 85.3 | 25.1 | 60.2 |
-- layout make-up --
class / count / area, um^2
Timing Repair Buffer: 144 / 1150
Multi-Input combinational cell: 407 / 3550
Tap cell: 172 / 215
Sequential cell: 18 / 452
Inverter: 50 / 188
Clock buffer: 4 / 88.8
Fill cell: 1194 / 6970
-- critical path: cells and delay by family, from the launching register on --
family	cells	cell delay (ns)
flip-flops	1	0.38
buffers and inverters	16	1.55
adder cells (fa/ha/maj)	6	1.82
AND-OR/OR-AND	12	2.16
AND/OR/NAND/NOR	6	1.01
XOR/XNOR	6	1.00
Power and IR drop assume default switching activity.
