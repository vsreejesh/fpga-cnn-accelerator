File: flow/design.v
`timescale 1ns / 1ps
module max_pooling_layer_26x26(
    input clk,
    input reset,
    input start,
    output reg [9:0] in_map_addr,
    input signed [15:0] in_map_pixel,
    output reg [7:0] out_map_addr,
    output reg signed [15:0] out_map_pixel,
    output reg out_map_write_en,
    output reg done
);
    localparam IN_MAP_WIDTH = 26;
    localparam OUT_MAP_WIDTH = 13;
    localparam OUT_MAP_SIZE = OUT_MAP_WIDTH * OUT_MAP_WIDTH;  
    localparam IDLE = 3'b000;
    localparam READ_0 = 3'b001;
    localparam READ_1 = 3'b010;
    localparam READ_2 = 3'b011;
    localparam READ_3 = 3'b100;
    localparam COMPARE_WRITE = 3'b101;
    localparam DONE_STATE = 3'b110;
    reg [2:0] state;
    reg [7:0] out_pixel_count;
    reg signed [15:0] window_pixels [0:3];
    reg signed [15:0] max_val; 
    integer out_row;
    integer out_col;
    integer base_in_row;
    integer base_in_col;
    always @(*) begin
        max_val = window_pixels[0];
        if (window_pixels[1] > max_val) max_val = window_pixels[1];
        if (window_pixels[2] > max_val) max_val = window_pixels[2];
        if (window_pixels[3] > max_val) max_val = window_pixels[3];
    end
    always @(posedge clk or posedge reset) begin
        if (reset) begin
            state <= IDLE;
            out_pixel_count <= 0;
            out_map_write_en <= 0;
            done <= 0;
        end else begin
            out_map_write_en <= 0;
            case(state)
                IDLE: begin
                    if (start) begin
                        state <= READ_0;
                        out_pixel_count <= 0;
                        done <= 0;  
                    end
                end
                READ_0: begin
                    window_pixels[0] <= in_map_pixel;
                    state <= READ_1;
                end
                READ_1: begin
                    window_pixels[1] <= in_map_pixel;
                    state <= READ_2;
                end
                READ_2: begin
                    window_pixels[2] <= in_map_pixel;
                    state <= READ_3;
                end
                READ_3: begin
                    window_pixels[3] <= in_map_pixel;
                    state <= COMPARE_WRITE;
                end
                COMPARE_WRITE: begin
                    out_map_pixel <= max_val;
                    out_map_write_en <= 1;
                    if (out_pixel_count == OUT_MAP_SIZE - 1) begin
                        state <= DONE_STATE;
                    end else begin
                        out_pixel_count <= out_pixel_count + 1;
                        state <= READ_0;
                    end
                end
                DONE_STATE: begin
                    done <= 1;     
                    state <= IDLE;  
                end
            endcase
        end
    end
    always @(*) begin
        out_row = out_pixel_count / OUT_MAP_WIDTH;
        out_col = out_pixel_count % OUT_MAP_WIDTH;
        base_in_row = out_row * 2;
        base_in_col = out_col * 2;
        case(state)
            READ_0:  in_map_addr = (base_in_row + 0) * IN_MAP_WIDTH + (base_in_col + 0);
            READ_1:  in_map_addr = (base_in_row + 0) * IN_MAP_WIDTH + (base_in_col + 1);
            READ_2:  in_map_addr = (base_in_row + 1) * IN_MAP_WIDTH + (base_in_col + 0);
            READ_3:  in_map_addr = (base_in_row + 1) * IN_MAP_WIDTH + (base_in_col + 1);
            default: in_map_addr = 0;
        endcase
        out_map_addr = out_pixel_count;
    end
endmodule
File: flow/run.sh
#!/bin/bash
# OpenROAD 26Q1-2900-gdf79404cd8, Yosys 0.63+post, stock flow scripts
make -C /OpenROAD-flow-scripts/flow DESIGN_CONFIG=/design/flow/config.mk WORK_HOME=/design/flow/orfs finish
File: flow/config.mk
export PLATFORM = sky130hd
export DESIGN_NAME = max_pooling_layer_26x26
export DESIGN_NICKNAME = max_pooling_layer_26x26
export VERILOG_FILES = /design/flow/design.v
export SDC_FILE = /design/flow/constraint.sdc
export NUM_CORES = 4
export LEC_CHECK = 1
export CORE_UTILIZATION = 40
File: flow/constraint.sdc
current_design max_pooling_layer_26x26

set clk_period 17.1
set clk_io_pct 0.2

create_clock -name clk0 -period $clk_period [get_ports {clk}]

set non_clock_inputs [all_inputs -no_clocks]
set_input_delay [expr $clk_period * $clk_io_pct] -clock clk0 $non_clock_inputs
set_output_delay [expr $clk_period * $clk_io_pct] -clock clk0 [all_outputs]
==> flow_metrics.tcl <==
# implementation run metrics
set metrics [dict create \
    outcome "finished clean" \
    die_w_um 143 \
    rsz0062_at_grt "no" \
    setup_viol 0 \
    hold_buffers 0 \
    cts.sinks 97 \
    maxCapViolCount 0 \
    finalSetupTns_ps 0 \
    worst_slack_ps 4380 \
    area_leaders "edfxtp_1 (30%), ha_1 (15%), dfrtp_1 (5.1%)" \
    cts.path.max_buffers 2 \
    hold_ws_ps 405 \
    critPathLaunchType "flip-flop" \
    rows 51 \
    edf_count 80 \
    crit_top_cell "ha_1" \
    synth_top_area_share_pct 30.4 \
    grt_overflow 0 \
    wl_um 16200 \
    port_buffers 54 \
    gp_congestion 0.891 \
    syn_to_final_growth_pct 14.4 \
    viasPerCell 5.25 \
    grt_start_max_net_pins 31 \
    worstHoldPathType "flip-flop to flip-flop" \
    die_area_um2 20300 \
    clkSlewWorstSetupHoldPaths_ps 70 \
    ys_seq_share_pct 35.8 \
    arrival_ps 9300 \
    ys_warn_count 2 \
    numSynthFlops 97 \
    clock_skew_ps 8.33 \
    ys_area_um2 7900 \
    powerDensity_nw_per_um2 53.6 \
    end_kind "primary output" \
    flop_cell "edfxtp_1" \
    drc 0 \
    cts_setup_buffers 0 \
    diodes 0 \
    htreeDepth 3 \
    slew_violations 0 \
    antenna_found_initial 0 \
    syn_area_um2 7900 \
    period_used_pct 74.4 \
    common_cells "ha_1 (92), inv_1 (87), edfxtp_1 (80)" \
    drtIter0Drc 285 \
    top_area_cell "edfxtp_1" \
    worstSetupPathType "flip-flop to primary output" \
    routedWlPerCell_um 14.9 \
    p_leak_nw 3.90 \
    relSlewSlack_pct 48.0 \
    cp_max_fo 24 \
    fmax_ghz 0.0786 \
    critPathMaxStageDelay_ps 850 \
    core_area_um2 19400 \
    tool_warnings 33 \
    ys_cells 762 \
    drive_above_1_share_pct 11.1 \
    synth.distinct_cells 90 \
    grt_pass1_vias 5482 \
    ir_drop_uv 43.9 \
    first_pass_iters 4 \
    num_vias 5709 \
    cts_resized 0 \
    final_util_pct 46.6 \
    synthArstFlopShare_pct 17.5 \
    hold_violations 0 \
    io_pins 55 \
    fp_util_pct 40.7 \
    worstSkewPairLatency_ps 340 \
    grtUsageTotal_pct 17.2 \
    top_cell "ha_1" \
    die_h_um 143 \
    cts_root_buffer "clkbuf_16" \
    worstPathRequired_ps 13680 \
    critPathSlowestCell "dfrtp_1" \
    cts_buffers 9 \
    grt_pass1_wl_um 26800 \
    pre_cts_slack_ps 4800 \
    cts_tree "yes" \
    dp_hpwl_um 13000 \
    postRouteAntennaNets 0 \
    syn_avg_cell_area_um2 10.4 \
    syn_inst 762 \
    min_period_ps 12720 \
    worst_pin_slew_ps 780 \
]
## cell families after synthesis
| family | after synthesis | synth area share, % |
|---|---|---|
| AND/OR/NAND/NOR | 186 | 13.6 |
| AND-OR/OR-AND | 180 | 17.2 |
| buffers and inverters | 114 | 6.08 |
| adder cells (fa/ha/maj) | 97 | 15.8 |
| flip-flops | 97 | 35.8 |
| multiplexers | 57 | 7.58 |
| XOR/XNOR | 31 | 3.94 |
## worst paths after layout
kind                                                   end                      startpoint  cells after the start  slack [ps]
worst max-delay path                        in_map_addr[9]  out_pixel_count[6]$_DFFE_PP0P_                     34        4380
worst min-delay path                    state[2]$_DFF_PP0_              state[4]$_DFF_PP0_                      0         410
worst max register to register  out_map_pixel[9]$_DFFE_PP_   window_pixels[0][1]$_DFFE_PP_                     43        9200
worst min register to register          state[2]$_DFF_PP0_              state[4]$_DFF_PP0_                      0         410
max in group asynchronous               state[6]$_DFF_PP0_                           reset                      2       13030
min in group asynchronous       out_map_write_en$_DFF_PP0_                           reset                      2        3660
## per-layer routing
layer / vias up / share of wire [%] / wire length (um) / global-route usage, %
li1: 2937 / - / - / -
met1: 2674 / 46 / 7390 / 24.4
met5: - / 0 / 0 / 0
met3: 14 / 2.9 / 470 / 2.02
met4: 0 / 1.2 / 187 / 1.98
met2: 84 / 50 / 8120 / 30.0
## state kept, by name, indices dropped and copies added (netlist names)
signal / count
window_pixels: 64
out_map_pixel: 16
out_pixel_count: 8
state: 7
done: 1
out_map_write_en: 1
## metrics by stage
| stage | cell area (um^2) | instances | power [mW] |
|---|---|---|---|
| 6_report | 9040 | 1087 | 0.485 |
| 5_1_grt | 9040 | 1087 | 0.502 |
| 3_3_place_gp | 8740 | 1071 | 0.294 |
| 4_1_cts | 9040 | 1087 | 0.492 |
| 3_5_place_dp | 8740 | 1071 | 0.294 |
| 2_1_floorplan | 7900 | 762 | 0.283 |
## placed cells by master (no fill, tap or decap), types with 5 or more instances in the layout
cell type,synthesis,routed
ha_1,92,92
inv_1,87,87
edfxtp_1,80,80
clkdlybuf4s50_1,0,54
a21oi_1,38,38
nor2_1,36,36
mux2i_1,34,34
nand2_1,29,29
o21ai_0,25,25
xnor2_1,23,23
mux2_2,23,23
a21o_1,22,22
nand4_1,16,16
dfrtp_1,16,16
nor2b_1,14,14
o21a_1,13,13
buf_4,3,12
nand3_1,11,11
nand2b_1,10,10
or3_1,10,10
clkbuf_16,0,10
nor3_1,9,9
o211ai_1,7,7
o22ai_1,7,7
nor4_1,6,6
or2_2,6,6
and3_1,5,5
and2_1,5,5
o21bai_1,5,5
a221oi_1,5,5
xor2_1,5,5
fa_1,5,5
## power by group
group / switching [mW] / total (mW) / leakage [nW] / internal [mW]
logic: 0.0149 / 0.0292 / 2.83 / 0.0143
registers: 0.00101 / 0.260 / 0.930 / 0.259
clock network: 0.0834 / 0.196 / 0.148 / 0.112
## critical path: cells and delay by family, from the launching register on
| kind | cells | cell delay, ps |
|---|---|---|
| adders and majority gates | 7 | 1970 |
| AOI/OAI and AO/OA | 12 | 2740 |
| DFF | 1 | 850 |
| and+or+nand+nor | 7 | 1740 |
| buffers and inverters | 5 | 900 |
| muxes | 1 | 270 |
| xor gates and xnor gates | 2 | 470 |
## final cells by class
type / instances / area (um^2)
clock buffers: 12 / 268
well taps: 265 / 332
flip-flops and latches: 97 / 2830
repair buffers: 66 / 631
inverters: 92 / 353
multi-input cells: 551 / 4600
fillers: 1829 / 10400
clock inverters: 4 / 35.0
No activity file was given, so power comes from the tool's default toggle rates.
